`flow/run.sh`:
```
#!/bin/bash
# OpenROAD 26Q1-2900-gdf79404cd8, Yosys 0.63+post, stock flow scripts
make -C /OpenROAD-flow-scripts/flow DESIGN_CONFIG=/design/flow/config.mk WORK_HOME=/design/flow/orfs finish
```
`flow/config.mk`:
```
export PLATFORM = sky130hd
export DESIGN_NAME = IOCTRL
export DESIGN_NICKNAME = IOCTRL
export VERILOG_FILES = /design/flow/design.v
export SDC_FILE = /design/flow/constraint.sdc
export NUM_CORES = 4
export LEC_CHECK = 1
export CORE_UTILIZATION = 40
```
`flow/constraint.sdc`:
```
current_design IOCTRL

set clk_period 9.1
set clk_io_pct 0.2

create_clock -name clk0 -period $clk_period [get_ports {CLK}]

set non_clock_inputs [all_inputs -no_clocks]
set_input_delay [expr $clk_period * $clk_io_pct] -clock clk0 $non_clock_inputs
set_output_delay [expr $clk_period * $clk_io_pct] -clock clk0 [all_outputs]
```
`flow/design.v`:
```
module IOCTRL( CLK, UPDATE, RESET, ENABLE, WR, ADRS, IN, OUT,
    STKTRG12,    
    CSTART12,    
    DIPSW,
    IsMOTOS,
    MODEL );
 input          CLK;
 input          UPDATE;
 input          RESET;
 input          ENABLE;
 input          WR;
 input  [5:0]   ADRS;
 input  [7:0]   IN;
 output [7:0]   OUT;
 input  [11:0]  STKTRG12;        
 input  [2:0]   CSTART12;        
 input  [23:0]  DIPSW;           
 output         IsMOTOS;
 input  [2:0]   MODEL;
reg     [3:0]   mema[0:15];
reg     [3:0]   memb[0:15];
reg     [3:0]   memc[0:31];
reg     [3:0]   outr;
reg     [7:0]   credits;
reg     [7:0]   credit_add, credit_sub;
reg     [9:0]   pSTKTRG12;
reg     [2:0]   pCSTART12;
reg             bUpdate;
reg             bIOMode;
parameter [2:0] SUPERPAC=3'd5;
assign  OUT = { 4'b1111, outr };
assign  IsMOTOS = bIOMode;
wire      [11:0]   iSTKTRG12 = ( STKTRG12 ^ pSTKTRG12 ) & STKTRG12;
wire      [ 2:0]   iCSTART12 = ( CSTART12 ^ pCSTART12 ) & CSTART12;
wire        [3:0]   CREDIT_ONES, CREDIT_TENS;
BCDCONV creditsBCD( credits, CREDIT_ONES, CREDIT_TENS );
always @ ( posedge CLK ) begin
    if ( ENABLE ) begin
        if ( ADRS[5] )  begin
            if ( WR ) memc[ADRS[4:0]] <= IN;
            outr <= memc[ADRS[4:0]];
        end else if ( ADRS[4] ) begin
            if ( WR ) memb[ADRS[3:0]] <= IN;
            outr <= memb[ADRS[3:0]];
        end else begin
            if ( WR ) mema[ADRS[3:0]] <= IN;
            outr <= mema[ADRS[3:0]];
        end
    end
    if ( RESET ) begin
        pCSTART12  <= 0;
        pSTKTRG12  <= 0;
        bUpdate    <= 0;
        bIOMode    <= 0;
        credits    <= 0;
    end else begin
        if ( UPDATE & (~bUpdate) ) begin
            if ( mema[4'h8] == 4'h8 || MODEL==SUPERPAC )
                bIOMode <= 1'b1;        
            if ( bIOMode ) begin
	case ( mema[4'h8] )
		4'h1: begin
			mema[4'h0] <= { 3'd0, CSTART12[2] };
			mema[4'h1] <= STKTRG12[3:0];
			mema[4'h2] <= STKTRG12[9:6];
			mema[4'h3] <= { CSTART12[1], CSTART12[0], STKTRG12[10], STKTRG12[4] };
			mema[4'h4] <= STKTRG12[9:6];
			mema[4'h5] <= STKTRG12[9:6];
			mema[4'h6] <= STKTRG12[9:6];
			mema[4'h7] <= STKTRG12[9:6];
			mema[4'h9] <= 0;
		end
		4'h4: begin
			credit_add = 0;
			credit_sub = 0;
			if ( iCSTART12[2] & ( credits < 99 ) ) begin
				credit_add = 8'h01;
				credits = credits + 1;
			end
			if ( mema[4'h9] == 0 ) begin
				if ( ( credits >= 2 ) && iCSTART12[1] ) begin
					credit_sub = 8'h02;
					credits = credits - 2;
				end else if ( ( credits >= 1 ) && iCSTART12[0] ) begin
					credit_sub = 8'h01;
					credits = credits - 1;
				end
			end
			mema[4'h0] <= credit_add;
			mema[4'h1] <= credit_sub | {7'd0,CSTART12[0]};
			mema[4'h2] <= CREDIT_TENS;
			mema[4'h3] <= CREDIT_ONES;
			mema[4'h4] <= STKTRG12[3:0];
			mema[4'h5] <= { CSTART12[0], iCSTART12[0], STKTRG12[4], iSTKTRG12[4] };
			mema[4'h6] <= STKTRG12[9:6];
			mema[4'h7] <= { CSTART12[1], iCSTART12[1], STKTRG12[10], iSTKTRG12[10] };
		end
		4'h8: begin	 
			mema[4'h0] <= 4'h6;
			mema[4'h1] <= 4'h9;
		end
		default:;
	endcase
	case ( memb[4'h8] )
		4'h8: begin
			memb[4'h0] <= 4'h6;
			memb[4'h1] <= 4'h9;
		end
		4'h3: begin
			memb[4'h0] <= 4'h0;
			memb[4'h1] <= 4'h0;
			memb[4'h2] <= 4'h0;
			memb[4'h3] <= 4'h0;
			memb[4'h4] <= DIPSW[3:0];
			memb[4'h5] <= DIPSW[23:20];
			memb[4'h6] <= DIPSW[19:16];
			memb[4'h7] <= DIPSW[15:12];
		end
		4'h9: begin
			memb[4'h0] <= DIPSW[19:16];      
			memb[4'h1] <= DIPSW[23:20];      
			memb[4'h2] <= DIPSW[3:0];        
			memb[4'h3] <= DIPSW[3:0];        
			memb[4'h4] <= DIPSW[7:4];        
			memb[4'h5] <= 4'h0;
			memb[4'h6] <= DIPSW[15:12];      
			memb[4'h7] <= 4'h0;
		end
		default:;
	endcase
            end
            else begin
		case ( mema[4'h8] )
		4'h1,4'h3: begin
			credit_add = 0;
			credit_sub = 0;
			if ( iCSTART12[2] & ( credits < 99 ) ) begin
				credit_add = 8'h01;
				credits = credits + 1;
			end
			if ( mema[4'h9] == 0 ) begin
				if ( ( credits >= 2 ) & iCSTART12[1] ) begin
					credit_sub = 8'h02;
					credits = credits - 2;
				end else if ( ( credits >= 1 ) & iCSTART12[0] ) begin
					credit_sub = 8'h01;
					credits = credits - 1;
				end
			end
			mema[4'h0] <= credit_add;
			mema[4'h1] <= credit_sub | {7'd0,CSTART12[0]};
			mema[4'h2] <= CREDIT_TENS;
			mema[4'h3] <= CREDIT_ONES;
			mema[4'h4] <= STKTRG12[3:0]; 
			mema[4'h5] <= { CSTART12[0], iCSTART12[0], STKTRG12[4], iSTKTRG12[4] };
			mema[4'h6] <= STKTRG12[9:6];				
			mema[4'h7] <= { CSTART12[1], iCSTART12[1], STKTRG12[10], iSTKTRG12[10] };
		end
		4'h4: begin
			mema[4'h0] <= 0;
			mema[4'h1] <= 0;
			mema[4'h2] <= 0;
			mema[4'h3] <= 0;
			mema[4'h4] <= 0;
			mema[4'h5] <= 0;
			mema[4'h6] <= { CSTART12[1], CSTART12[0], 2'b00 };
			mema[4'h7] <= { CSTART12[1], CSTART12[0], 2'b00 };
		end
		4'h5: begin
			mema[4'h0] <= 4'h0;
			mema[4'h1] <= 4'h8; 
			mema[4'h2] <= 4'h4; 
			mema[4'h3] <= 4'h6; 
			mema[4'h4] <= 4'hE; 
			mema[4'h5] <= 4'hD; 
			mema[4'h6] <= 4'h9; 
			mema[4'h7] <= 4'hD; 
		end
		default:;
		endcase
		case ( memb[4'h8] )
		4'h1,4'h3: begin
			memb[4'h0] <= 0;
			memb[4'h1] <= 0;
			memb[4'h2] <= 0;
			memb[4'h3] <= 0;
			memb[4'h4] <= 0;
			memb[4'h5] <= 0;
			memb[4'h6] <= 0;
			memb[4'h7] <= 0;
		end
		4'h4: begin
			memb[4'h0] <= DIPSW[11: 8];										 
			memb[4'h1] <= DIPSW[15:12];
			memb[4'h2] <= DIPSW[ 3: 0];										 
			memb[4'h4] <= DIPSW[ 7: 4];
			memb[4'h5] <={DIPSW[15:14],STKTRG12[ 5],iSTKTRG12[ 5]};	 
			memb[4'h6] <= DIPSW[23:20];										 
			memb[4'h7] <={DIPSW[19:18],STKTRG12[11],iSTKTRG12[11]};	 
			memb[4'h3] <= 0;
		end
		4'h5: begin
			memb[4'h0] <= 4'h0;
			memb[4'h1] <= 4'h8; 
			memb[4'h2] <= 4'h4; 
			memb[4'h3] <= 4'h6; 
			memb[4'h4] <= 4'hE; 
			memb[4'h5] <= 4'hD; 
			memb[4'h6] <= 4'h9; 
			memb[4'h7] <= 4'hD; 
		end
		default:;
		endcase
            end
            pCSTART12 <= CSTART12;
            pSTKTRG12 <= STKTRG12;
        end
        bUpdate <= UPDATE;
    end
end
endmodule
module add3(in,out);
input [3:0] in;
output [3:0] out;
reg [3:0] out;
always @ (in)
    case (in)
    4'b0000: out <= 4'b0000;
    4'b0001: out <= 4'b0001;
    4'b0010: out <= 4'b0010;
    4'b0011: out <= 4'b0011;
    4'b0100: out <= 4'b0100;
    4'b0101: out <= 4'b1000;
    4'b0110: out <= 4'b1001;
    4'b0111: out <= 4'b1010;
    4'b1000: out <= 4'b1011;
    4'b1001: out <= 4'b1100;
    default: out <= 4'b0000;
    endcase
endmodule
module BCDCONV(A,ONES,TENS);
input  [7:0] A;
output [3:0] ONES, TENS;
wire   [3:0] c1,c2,c3,c4,c5,c6,c7;
wire   [3:0] d1,d2,d3,d4,d5,d6,d7;
assign d1 = {1'b0,A[7:5]};
assign d2 = {c1[2:0],A[4]};
assign d3 = {c2[2:0],A[3]};
assign d4 = {c3[2:0],A[2]};
assign d5 = {c4[2:0],A[1]};
assign d6 = {1'b0,c1[3],c2[3],c3[3]};
assign d7 = {c6[2:0],c4[3]};
add3 m1(d1,c1);
add3 m2(d2,c2);
add3 m3(d3,c3);
add3 m4(d4,c4);
add3 m5(d5,c5);
add3 m6(d6,c6);
add3 m7(d7,c7);
assign ONES = {c5[2:0],A[0]};
assign TENS = {c7[2:0],c5[3]};
endmodule
```
==> reports/results.tsv <==
metric	value	unit
cpPeakStageDelay	0.64	ns
setup_violations	0	
worst_path_dominant_cell_family	simple AND/OR/NAND/NOR gates	
ys_types	78	
rows	66	
finalCoreUtilization	47.2	%
synth-edff-count	254	
placed_cell_area	14500	um^2
critPathBufInv	1	
fin_skew	0.0101	ns
timing.fmax	200	MHz
synthesis.instances	982	
grt_first_pass_wirelength	50100	um
synth_chip_area	13500	um^2
io_buffers	61	
rsz0062_at_grt	false	
status	completed	
tightest_slew	0.828	ns
antenna_found_initial	0	
synth.area.top_cells	edfxtp_1, mux4_2, dfxtp_1	
viasPerCell	5.73	
dr.pass1.iters	7	
cts_resized	0	
cts.clk_slew.worst_paths	0.06	ns
min_path_cells	2	
yosysWarnings	2	
final_max_slew_viol_count	0	
irDropWorstVdd	166	uV
ys_dominant_reg_cell	edfxtp_1	
core	32800	um^2
hold_buffers	0	
clockRootBuffer	clkbuf_16	
required	9.53	ns
drive_gt1_share	16.6	%
final_area	15500	um^2
regToRegSetupSlack	5.11	ns
fp_util	41.0	%
seqPwrFrac	49.4	%
path_cells	clkdlybuf4s50_1 -> or3b_4 -> nor4_4 -> mux2i_1 -> o41a_1 -> a21oi_2 -> or4_4 -> and3b_1 -> mux2_2	
crit_path_end_kind	flip-flop	
most-common-layout-cells	edfxtp_1, nand2_1, nor2_1	
warning_count	32	
io_pins	70	
lay_top_count	edfxtp_1	
dp_hpwl	21700	um
fp.dieW	185	um
total_power	2.88	mW
slew_headroom	44.2	%
power_frac_comb	8.4	%
maxCapViolCount	0	
tns	0	ns
largest_area_cell	edfxtp_1	
cp_slowest_cell	mux2i_1	
vias	8598	
grt.total_usage	21.0	%
syn_avg_cell_area	13.7	um^2
postSynthSeqShare	60.4	%
period_minus_slack	4.99	ns
top_cell_area_share	56.7	%
worstRegToRegCells	12	
drt_iter0_drc	666	
gp_congestion	0.905	
drcViolationCount	0	
clockPowerShare	42.2	%
chipArea	34400	um^2
cts_buffers	30	
min_period_over_period	54.8	%
wire_per_inst	21.5	um
grt-ovfl-total	0	
htree_num_levels	1	
cts_sinks	279	
synthArstFlopShare	0	%
yosys_cells	982	
finalWirelength	32200	um
ant_nets	0	
diodes	0	
cts_tree	built	
syn_area	13500	um^2
path_class	input pin to flip-flop	
area_growth	15.0	%
netSwitchingFraction	21.8	%
cp_max_fo	7	
worstPathArrival	5.42	ns
p_int	2.26	mW
p_leak	5.00	nW
cp.depth	9	
post-cts-setup-buffers	0	
power_density	186	nW/um^2
ys.flops	279	
netSwitchingPower	0.627	mW
worst_setup_path_start_kind	input pin	
grt_max_degree	55	
holdWs	0.458	ns
hp-class	flip-flop to flip-flop	
clock_latency	0.55	ns
clockBufferDepth	3	
hold_viol_final	0	
die_y	185	um
grt_pass1_vias	8822	
## flip-flops by register name, summed over array words and instances, names as in the netlist
register,flops
bIOMode,1
pSTKTRG12,2
outr,4
memc,128
mema,64
creditsBCD.c1,4
pCSTART12,3
credits,8
bUpdate,1
memb,64
## logic make-up (layout without fill, tap and decap cells)
kind of cell,Yosys count,count (layout),synth area share (%)
multiplexers,95,95,14.9
adder cells (fa/ha/maj),6,6,0.558
XOR/XNOR,10,10,0.651
buffers and inverters,74,147,2.38
AND/OR/NAND/NOR,312,312,11.5
flip-flops,279,279,60.4
AND-OR/OR-AND,205,205,9.53
other,1,4,0.0279
## worst register-to-register path: stages (launching register included)
cell and delay, ns:
dfxtp_1 0.56, ha_1 0.30, nor4_1 0.06, o21ai_1 0.48, mux2_2 0.47, inv_1 0.23
ha_1 0.22, nand2_1 0.12, a211o_1 0.24, o22ai_1 0.37, a21oi_1 0.10, nor3_2 0.34
mux2_2 0.38
## metal layers
layer  part of all wire (%)  track usage [%]
met1                     40             30.0
met2                     47             32.1
met3                     11             9.54
met4                    2.1             3.57
met5                      0                0
## Yosys cell counts, types with 3 or more instances
library cell / count
edfxtp_1: 254
nand2_1: 94
nor2_1: 91
mux4_2: 84
o21ai_0: 65
a21oi_1: 55
clkbuf_1: 43
dfxtp_1: 25
nand2b_1: 19
nand3_1: 17
nor2b_1: 15
a22oi_1: 13
nor3_1: 12
inv_1: 11
buf_1: 10
nor4_1: 10
nor3b_1: 9
mux2i_1: 8
a21o_1: 7
a31oi_1: 7
o22ai_1: 7
and2_1: 6
ha_1: 6
or3_1: 6
xnor2_1: 6
a211oi_1: 5
buf_4: 5
o211ai_1: 5
or2_2: 5
a211o_1: 4
and4_1: 4
o221ai_1: 4
xor2_1: 4
a21boi_0: 3
mux2_2: 3
nand3b_1: 3
o2111ai_1: 3
## cell type report
type / count / area, um^2
sequential: 279 / 8130
timing repair buffer: 78 / 711
multi-input combinational: 632 / 5020
clock buffer: 37 / 798
inverter: 13 / 62.6
tap: 442 / 553
fill: 2828 / 17300
clock inverter: 19 / 203
## path summary, 6_finish.rpt
check                                   endpoint         start
worst max-delay path            creditsBCD.c1[0]   CSTART12[2]
worst min-delay path                pCSTART12[1]  pCSTART12[1]
worst max register to register  creditsBCD.c1[0]    credits[1]
worst min register to register      pCSTART12[1]  pCSTART12[1]
## metrics by stage
stage          worst slack, ns  cells
5_1_grt                   4.01   1500
2_1_floorplan             4.53    985
3_3_place_gp              3.63   1444
6_report                  4.11   1500
3_5_place_dp              3.61   1444
4_1_cts                   4.17   1500
## power by group through the flow
stage	registers, mW	logic, mW	clock network [mW]
4_1_cts	1.42	0.243	1.24
6_report	1.42	0.242	1.22
5_1_grt	1.43	0.262	1.29
Power is estimated from default activity; no workload was simulated.
